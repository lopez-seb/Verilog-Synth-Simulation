### flow/run.sh
#!/bin/bash
# OpenROAD 26Q1-2900-gdf79404cd8, Yosys 0.63+post, stock flow scripts
make -C /OpenROAD-flow-scripts/flow DESIGN_CONFIG=/design/flow/config.mk WORK_HOME=/design/flow/orfs finish
### flow/config.mk
export PLATFORM = sky130hd
export DESIGN_NAME = F_Con
export DESIGN_NICKNAME = F_Con
export VERILOG_FILES = /design/flow/design.v
export SDC_FILE = /design/flow/constraint.sdc
export NUM_CORES = 4
export LEC_CHECK = 1
export CORE_AREA = 10 10 80 80
export DIE_AREA = 0 0 90 90
### flow/constraint.sdc
current_design F_Con

set clk_period 2.2
set clk_io_pct 0.2

create_clock -name clk0 -period $clk_period [get_ports {CLK}]

set non_clock_inputs [all_inputs -no_clocks]
set_input_delay [expr $clk_period * $clk_io_pct] -clock clk0 $non_clock_inputs
set_output_delay [expr $clk_period * $clk_io_pct] -clock clk0 [all_outputs]
### flow/design.v
`timescale 1ns / 1ps
module Acc  #(parameter WL=8,     
                        Out=8)       
            (input CLK, EN1, EN2,
            input [WL-1:0] Acc_P,        
            output reg [Out-1:0] Pos,    
            output reg rst_flg);         
reg [Out-1:0] tmp;
initial Pos <= 0;     
always @(posedge CLK) begin
    rst_flg <= 0;                    
    if (Pos==Acc_P) begin            
        Pos <= 0;                    
        rst_flg <= 1;                
        end
    else
        if (EN1 & EN2) begin         
        Pos <= Pos +1;               
        end
    else
        if (~EN1) begin              
        Pos <= 0;                    
        rst_flg <= 1;                
        end
end   
endmodule
`timescale 1ns / 1ps
module Count#(parameter WL=8)            
            (input CLK, EN,             
            input [WL-1:0] C_P,        
            output reg rst_flg,
            output reg [WL-1:0] count);         
initial count = 0;            
always @(posedge CLK) begin
rst_flg <= 0;
    if (count==C_P) begin
        count <= 0;
        rst_flg <= 1;
        end
    else if (~EN) begin
        count <= 0;
        rst_flg <= 1;
        end
    else 
        count <= count +1;     
end
endmodule
`timescale 1ns / 1ps
module F_Con    #(parameter WL=8)             
                (input EN_MC, EN_E, CLK,         
                input [WL-1:0] Acc_P, C_P,       
                output [WL-1:0] count,           
                output rst_flg_A, rst_flg_C,     
                output [WL-1:0] Addr);        
wire rst_flg_C;
wire EN;
wire [WL-1:0] Pos;
assign EN = EN_MC | EN_E;
Acc     A01 (.CLK(CLK),
                .EN1(EN),                
                .EN2(rst_flg_C),         
                .Acc_P(Acc_P),           
                .Pos(Addr),              
                .rst_flg(rst_flg_A));    
Count   C01 (.CLK(CLK),
                .EN(EN),                 
                .C_P(C_P),               
                .rst_flg(rst_flg_C),     
                .count(count));          
always @(posedge CLK) begin
    end
endmodule
==> GITHUB_STEP_SUMMARY <==
## Implementation flow summary

| Metric | Value |
|---|---|
| Core area | 4720 um2 |
| Post_cts resized | 0 |
| Setup TNS | 0 ns |
| Psw | 314 uW |
| Min Tclk post-route | 1.71 ns |
| Critical path depth | 1 |
| Clk root buf | clkbuf_8 |
| Crit path DRT | 1.76 ns |
| Bufs and invs on worst path | 1 |
| Clk latency late pin | 0.25 ns |
| Fp_density | 21.0% |
| Critical Path AT | 1.27 ns |
| Final HPWL from detailed placement | 1.95 mm |
| Startpoint types | flip-flop |
| Clk slew on worst S/H paths | 0.07 ns |
| Input/output buffers | 36 |
| Number of remaining DRC errors | 0 |
| Synth warnings | 3 |
| Final period util | 77.9% |
| Via/cell ratio | 4.19 |
| Iteration-0 DRC count of the detailed router | 74 |
| Cells in synth_stat.txt | 97 |
| Layout Cells excl Fill | 202 |
| Critical path cell sequence | clkdlybuf4s50_1 |
| Total CTS buffers | 3 |
| Worst Max-Slew Pin Slew | 0.541 ns |
| Sequential share of power | 44.1% |
| DP Cell Count | 198 |
| GRT overflow | 0 |
| Max layer used | met4 |
| Worst hold path depth | 2 |
| Initial antenna violation count | 0 |
| Die height | 90 um |
| Die X | 90 um |
| F_max | 0.583 GHz |
| VDD IR max | 0.208 mV |
| Hold_sp | C01.count[7] |
| Post-CTS setup buffer count | 0 |
| Synth Seq Share | 36.3% |
| Yosys top cell by area | dfxtp_1 |
| Final Skew | 0.00355 ns |
| Routed WL | 2.50 mm |
| Final ANT Viol Nets | 0 |
| Worst reg2reg path depth | 3 |
| First-pass GRT wire length | 4.44 mm |
| RePlAce Congestion | 0.758 |
| Wire length on met1 | 1.21 mm |
| Hold EP | C01.count[7] |
| Top area contributor share | 36.3% |
| RSZ-0062 raised after global routing | no |
| Max cap viols | 0 |
| GRT Util Overall | 6.35% |
| Outcome | completed |
| Share of cells above drive strength 1 | 8.15% |
| Synthesized netlist cell count | 97 |
| Average wire per standard cell | 12.4 um |
| Chip area | 8100 um2 |
| Sw Ratio | 30.4% |
| Relative slew slack | 63.7% |
| Clk sinks | 18 |
| Logic gate share of total power | 29.9% |
| Drt first pass iters | 3 |
| Pwr per Cell Area | 696 nW/um2 |
| Tool warnings | 25 |
| Int Power | 720 uW |
| Layout area overhead | 49.7% |
| Crit-path leading delay family | buffers and inverters |
| Hold-fix buffers at CTS | 0 |
| Largest net degree at the start of global routing | 19 |
| Final Setup Violations | 0 |
| Cell row count | 25 |
| Critical path peak fanout | 7 |
| Metal2 WL | 1.16 mm |
| Yosys reg bits | 18 |
| Synthesis area per yosys | 992 um2 |
| Met3 wire length | 66 um |
| Flop2flop setup slack | 0.70 ns |
| Clock Power Share | 26.0% |
| Reg-to-Reg End | C01.count[6] |
| Setup slack after layout | 0.485 ns |
| Critical path's slowest cell | clkdlybuf4s50_1 |
| Reg-to-Reg Start | C01.count[3] |
| Synth top area cells | dfxtp_1 36%, xor2_1 19%, nor4_4 8.6%, a211oi_1 7.6%, a221oi_1 5.3% |
| H-tree depth | 1 |
| Leakage power | 0.000532 uW |
| Max incr delay on CP | 0.53 ns |
| CTS tree | done |
| Hold Fails Final Rpt | 0 |
| I/O pins | 37 |
| Synth unique cells | 20 |
| ANT cells | 0 |
| Vias in the first global route | 878 |
| Critical setup path kind | flip-flop to output pin |
| CTS max path bufs | 2 |
| Synthesized area | 992 um2 |
| HP Class | flip-flop to flip-flop |
| Detailed-route via count | 846 |
| Crit end category | output pin |
| Syn avg cell area | 10.2 um2 |
| Pre-CTS setup slack | 0.289 ns |
| Final Max Slew Viols | 0 |
-- worst max-delay path by stage --
| stage | to | slack (ns) | start |
|---|---|---|---|
| after global routing | rst_flg_C | 0.39 | C01.rst_flg |
| after CTS | rst_flg_C | 0.47 | C01.rst_flg |
| final | rst_flg_C | 0.49 | C01.rst_flg |
-- Yosys cell counts --
cell,instances
xor2_1,21
dfxtp_1,18
a211oi_1,10
a221oi_1,6
o21ai_0,6
or3_1,6
nand3_1,5
nand2_1,4
nor4_4,4
nand4_1,3
a21o_1,2
clkbuf_2,2
ha_1,2
xnor2_1,2
buf_4,1
clkbuf_1,1
inv_1,1
mux2i_1,1
nand4_2,1
nor2_1,1
-- layer usage --
metal	up-vias	GRT usage (%)
met1	383	9.09
li1	444	-
met3	4	0.922
met4	0	1.33
met2	15	9.93
met5	-	0
-- kinds of logic (layout without fill, tap and decap cells) --
kind of cell    count (synthesis)  count (layout)  share of synthesized area, %
xor+xnor                       23              23                          20.3
fa+ha+maj                       2               2                          2.52
buf+inv                         5              43                          2.52
mux                             1               1                          1.01
simple gates                   24              24                          19.9
flops                          18              18                          36.3
compound gates                 24              24                          17.4
-- power by group through the flow --
stage     combinational [uW]  clock, uW  sequential [uW]
6_report                 309        269              456
5_1_grt                  343        292              469
4_1_cts                  315        277              457
-- flip-flops by register name, summed over array words and instances (netlist names) --
signal / count
A01.rst_flg: 1
C01.rst_flg: 1
C01.count: 8
A01.Pos: 8
-- cell type report --
cell class                      count  area [um2]
Sequential cell                    18         360
Tap cell                           67        83.8
Timing Repair Buffer               38         375
Inverter                            1        3.75
Fill cell                         483        3240
Multi-Input combinational cell     74         607
Clock buffer                        4        55.1
-- placed cells by master, fill, tap and decap left out --
master / Yosys / final
clkdlybuf4s50_1: 0 / 36
xor2_1: 21 / 21
dfxtp_1: 18 / 18
a211oi_1: 10 / 10
o21ai_0: 6 / 6
or3_1: 6 / 6
a221oi_1: 6 / 6
nand3_1: 5 / 5
nor4_4: 4 / 4
nand2_1: 4 / 4
clkbuf_8: 0 / 4
nand4_1: 3 / 3
xnor2_1: 2 / 2
a21o_1: 2 / 2
ha_1: 2 / 2
buf_4: 1 / 2
nor2_1: 1 / 1
nand4_2: 1 / 1
inv_1: 1 / 1
mux2i_1: 1 / 1
-- per-stage QoR --
stage / hold WS (ns) / instance area [um2] / util, % / power [uW]
after floorplan: 0.464 / 992 / - / 613
after global placement: 0.523 / 1430 / 30.3 / 775
after detailed placement: 0.533 / 1430 / 30.3 / 779
after CTS: 0.542 / 1490 / 31.4 / 1050
after global routing: 0.565 / 1490 / 31.4 / 1100
final: 0.535 / 1490 / 31.4 / 1030
Power is estimated from default activity; no workload was simulated.
