==> flow/design.v <==
`timescale 1ns / 1ps
module RSD  #(parameter WL=16)
                (input EN1, EN2, CLK,                    
                input signed [WL-1:0] data_in,           
                output reg signed [WL-1:0] data_out,     
                output reg [4:0] total,                  
                output reg z_flg);                           
initial total = 0;                                      
initial data_out = 0; 
always @(posedge CLK) begin
    if (EN1 & EN2) begin                     
        if (total==16)                       
            total =16;                       
        else 
            total = total +1;                
    end
    else if (~EN1) begin                     
            total = 0;                       
            z_flg = 1;                     
    end
    else                         
        data_out <= (data_in >>> (16 - total));      
end                                          
endmodule
==> flow/run.sh <==
#!/bin/bash
# OpenROAD 26Q1-2900-gdf79404cd8, Yosys 0.63+post, stock flow scripts
make -C /OpenROAD-flow-scripts/flow DESIGN_CONFIG=/design/flow/config.mk WORK_HOME=/design/flow/orfs finish
==> flow/config.mk <==
export PLATFORM = sky130hd
export DESIGN_NAME = RSD
export DESIGN_NICKNAME = RSD
export VERILOG_FILES = /design/flow/design.v
export SDC_FILE = /design/flow/constraint.sdc
export NUM_CORES = 4
export LEC_CHECK = 1
export CORE_UTILIZATION = 30
==> flow/constraint.sdc <==
current_design RSD

set clk_period 10.2
set clk_io_pct 0.2

create_clock -name clk0 -period $clk_period [get_ports {CLK}]

set non_clock_inputs [all_inputs -no_clocks]
set_input_delay [expr $clk_period * $clk_io_pct] -clock clk0 $non_clock_inputs
set_output_delay [expr $clk_period * $clk_io_pct] -clock clk0 [all_outputs]
==> impl_metrics.tcl <==
# implementation run metrics
set metrics [dict create \
    tool_warnings 26 \
    power.internal_mw 0.194 \
    wl_met1_mm 1.95 \
    fp-utilization 0.314 \
    mappedNetlistArea_um2 1750 \
    grt_setup_unrepaired "no" \
    drc 0 \
    critPathTopFamily "flip-flops" \
    avgRoutedWirePerCell_um 13.8 \
    power.share.combinational 0.427 \
    overflow 0 \
    clockBufferDepth 2 \
    reg2reg_to "data_out[4]" \
    ys_chip_area_um2 1750 \
    fin_worst_skew_ns 0.00281 \
    n_antenna_cell 0 \
    tns_ns 0 \
    hold_path.class "flip-flop to flip-flop" \
    vias 1448 \
    path_cells "clkdlybuf4s50_1" \
    ys_warn_count 1 \
    synth_seq_share 0.360 \
    fin_crit_ns 3.66 \
    p_clk_frac 0.185 \
    cts.sinks 21 \
    io_pins 41 \
    via_per_inst 5.13 \
    cp-endpoint "total[2]" \
    crit_slowest_cell "edfxtp_1" \
    hold_violations 0 \
    clk_pin_slew_worst_paths_ns 0.07 \
    hold_ws_ns 0.849 \
    reg2reg_depth 10 \
    wl_met2_mm 1.65 \
    highest_layer "met4" \
    edf_count 21 \
    p_switching_mw 0.0981 \
    netlist-cell-type-count 43 \
    fmax_mhz 273 \
    grt_pass1_wl_mm 6.58 \
    grt.total_usage 0.140 \
    post_cts_resized 0 \
    ys_cells 179 \
    grt_max_degree 27 \
    crit_type "flip-flop to output port" \
    avgSynthCellArea_um2 9.79 \
    met3_length_um 266 \
    post-place-ws_ns 6.35 \
    area_growth_pct 25.9 \
    p_leak_nw 0.764 \
    dp_hpwl_mm 2.97 \
    drtIter0Drc 134 \
    insertion_delay_ns 0.26 \
    final.setup.worst_slack_ns 6.54 \
    reg2reg_slack_ns 7.39 \
    placed_area_um2 2160 \
    r2r-start "total[0]" \
    async_reset_ff_frac 0 \
    final_cell_area_um2 2210 \
    drive_above_1_share 0.143 \
    ys.flop_type "edfxtp_1" \
    cts_tree "yes" \
    maxCapViolations 0 \
    numSynthFlops 21 \
    finalSetupViolations 0 \
    fp.dieW_um 78.4 \
    crit_start "total[2]" \
    numCtsBuffers 3 \
    status "complete, no violations" \
    gp_congestion 0.873 \
    cts-root-buf "clkbuf_8" \
    dieArea_um2 6150 \
    cp.arrival_ns 1.62 \
    fillers 562 \
    num_rows 27 \
    antenna_left 0 \
    drv_slew 0 \
    crit_fanout 13 \
    syn_inst 179 \
    endpoint_kind "output port" \
    worst_pin_slew_ns 0.826 \
    htree_levels 1 \
    grt_pass1_vias 1303 \
    io_buffers 39 \
    finalClockPeriodUsage 0.359 \
    routed_wl_mm 3.90 \
    die_y_um 78.4 \
    p_sw_frac 0.336 \
    slowest_delay_ns 0.78 \
    cp.required_ns 8.16 \
    powerDensity_nw_per_um2 132 \
    worst-path-stages 1 \
    firstDrtPassIters 4 \
    relSlewSlack 0.445 \
    post_cts_buffers 0 \
    timing.critical_path.buf_inv 1 \
    cp-start-kind "flip-flop" \
    postCtsHoldBufs 0 \
    core_um2 5570 \
    p_seq_frac 0.388 \
    antenna_found_initial 0 \
    irDropWorstVdd_mv 0.0438 \
]
-- sequential cells by signal, summed over array words and instances (netlist names) --
signal	flops
data_out	16
total	5
-- Yosys cell counts (4+ instances only) --
master	count	share of area
a211oi_1	4	0.017
a21oi_1	13	0.037
buf_2	6	0.017
edfxtp_1	21	0.36
inv_1	5	0.011
mux2_2	10	0.064
mux2i_1	7	0.040
mux4_2	5	0.064
nand2_1	12	0.026
nand3_1	4	0.011
nor2_1	25	0.054
o21ai_0	15	0.043
o31ai_1	4	0.017
-- cells in the final DEF, fill, tap and decap left out, types with 2 or more instances in the layout --
cell type / n
clkbuf_8: 3
a211oi_1: 4
mux2_2: 10
nor3_1: 3
o21ai_0: 15
o211ai_1: 3
nand2_1: 12
inv_1: 5
o31ai_1: 4
or2_2: 3
nand3_1: 4
clkdlybuf4s50_1: 39
mux2i_1: 7
nand2b_1: 2
mux4_2: 5
a31oi_1: 2
edfxtp_1: 21
o21ai_1: 2
a21oi_1: 13
xnor2_1: 3
nor2_1: 25
nor2_2: 2
ha_1: 3
-- worst min path at each step --
stage | from | end | slack (ns) | cells after the start
CTS | total[0] | total[0] | 0.86 | 2
global route | total[0] | total[0] | 0.90 | 2
finish | total[0] | total[0] | 0.85 | 2
-- through the flow --
stage	util	total power [mW]	std cells
finish	0.396	0.292	282
floorplan	-	0.199	179
detailed placement	0.388	0.239	278
CTS	0.396	0.293	282
global placement	0.388	0.240	278
global route	0.396	0.311	282
-- metal layers --
metal  track usage  up-vias
li1              -      733
met1         0.241      659
met2         0.196       54
met3        0.0224        2
met4        0.0148        0
met5             0        -
-- cell families (layout without fill, tap and decap cells) --
kind of cell / count (synthesis) / count (layout) / synth area share
other: 1 / 1 / 0.00214
adder cells (fa/ha/maj): 3 / 3 / 0.0214
AND/OR/NAND/NOR: 54 / 54 / 0.146
AND-OR/OR-AND: 54 / 54 / 0.209
XOR/XNOR: 5 / 5 / 0.0357
multiplexers: 22 / 22 / 0.169
flip-flops: 21 / 21 / 0.360
buffers and inverters: 19 / 50 / 0.0579
-- power by group through the flow --
stage     Clock, mW  Combinational, mW  Sequential (mW)
5_1_grt      0.0585              0.138            0.114
6_report     0.0540              0.125            0.113
4_1_cts      0.0555              0.124            0.113
-- final cells by class --
class	count	area, um^2	share of cell area
clock buffers	4	45.0	0.0204
flip-flops and latches	21	631	0.286
repair buffers	40	398	0.180
inverters	6	22.5	0.0102
well taps	72	90.1	0.0408
multi-input cells	139	1020	0.462
Power figures rest on the tool's default switching activity, not on a simulated workload.
