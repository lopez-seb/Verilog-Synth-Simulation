`/design/flow/constraint.sdc`:
```
current_design Attack_Env

set clk_period 15.8
set clk_io_pct 0.2

create_clock -name clk0 -period $clk_period [get_ports {CLK}]

set non_clock_inputs [all_inputs -no_clocks]
set_input_delay [expr $clk_period * $clk_io_pct] -clock clk0 $non_clock_inputs
set_output_delay [expr $clk_period * $clk_io_pct] -clock clk0 [all_outputs]
```
`/design/flow/config.mk`:
```
export PLATFORM = sky130hd
export DESIGN_NAME = Attack_Env
export DESIGN_NICKNAME = Attack_Env
export VERILOG_FILES = /design/flow/design.v
export SDC_FILE = /design/flow/constraint.sdc
export NUM_CORES = 4
export LEC_CHECK = 1
export CORE_UTILIZATION = 40
```
`/design/flow/run.sh`:
```
#!/bin/bash
# OpenROAD 26Q1-2900-gdf79404cd8, Yosys 0.63+post, stock flow scripts
make -C /OpenROAD-flow-scripts/flow DESIGN_CONFIG=/design/flow/config.mk WORK_HOME=/design/flow/orfs finish
```
`/design/flow/design.v`:
```
`timescale 1ns / 1ps
module Attack_Env#(parameter DL=16,              
                    WL=8)                        
                    (input  signed [DL-1:0] data_in,        
                    input   [WL-1:0] A_E_param,    
                    input   [4:0] D_S_param,
                    input   EN_MC, CLK,               
                    output  hold,
                    output  signed [DL-1:0] data_out,
                    output  [4:0] total,
                    output  z_flg);           
wire flg;                                               
Count   AEC1    (.C_P(A_E_param),        
                .CLK(CLK),
                .EN(EN_MC),
                .rst_flg(flg));          
RSD_2     AER1    (.data_in(data_in),      
                .data_out(data_out),     
                .EN1(EN_MC),
                .EN2(flg),
                .CLK(CLK),
                .D_S_param(D_S_param),
                .total(total),
                .z_flg(z_flg),
                .hold(hold)
                );          
always @(posedge CLK)begin
end
endmodule
`timescale 1ns / 1ps
module Count#(parameter WL=8)            
            (input CLK, EN,             
            input [WL-1:0] C_P,        
            output reg rst_flg,
            output reg [WL-1:0] count);         
initial count = 0;            
always @(posedge CLK) begin
rst_flg <= 0;
    if (count==C_P) begin
        count <= 0;
        rst_flg <= 1;
        end
    else if (~EN) begin
        count <= 0;
        rst_flg <= 1;
        end
    else 
        count <= count +1;     
end
endmodule
`timescale 1ns / 1ps
module RSD_2 #(parameter WL=16)
                (input EN1, EN2, CLK,                    
                input   signed  [WL-1:0]    data_in,         
                input   [4:0]   D_S_param,
                output  reg signed [WL-1:0] data_out,    
                output  reg [4:0]   total,                 
                output  reg hold,                        
                output  reg z_flg);                      
initial total = 0;                                      
initial data_out = 0;
initial hold = 0;
initial z_flg =0;
always @(posedge CLK) begin
    if (EN1 & EN2 & ~z_flg) begin        
        hold <= 1;                       
        if (total==16)                   
            z_flg <= 1;                  
        else 
            total = total +1;            
        end         
    if (EN1 & EN2 & z_flg)               
        if (total==D_S_param)            
            total = total;               
        else    
            total = total -1;            
    else if (~EN1) begin                 
        if (total==0) begin              
            hold <=0;                    
            z_flg <= 0;                  
            end
        else 
            total = total -1;            
        end
    data_out <= (data_in >>> (16 - total));      
end    
endmodule
```
==> impl.org <==
#+TITLE: Flow metrics

** Placed design
- Input and output buffers added on the ports amount to 53.
- The congestion estimate from routability-driven global placement came to 0.9056.
- For this run the detailed placement stage logged an HPWL of 5756 µm.
- Once placement finished, the instance area stood at 3471 µm².

** Floorplanning
- Starting density of the core :: 42.18%
- Total die area :: 7669 µm²
- Die outline height :: 87.57 µm
- From left edge to right edge, the die measures 87.57 µm.
- The floorplan report gives the top-level pin count as 54.
- The core region is 6944 µm².
- According to the floorplan log, the row count is 30.

** Drt
- Antenna violation net count after detailed routing :: 0
- Initial DRC Count :: 186
- Per the detail_route log, met2 wirelength is 3212 µm.
- For this run, the detailed router reports a per-instance via density of 5.805.
- The detailed router put a total of 3843 µm of wire on met1.
- Summed over all nets, wire length on met3 after detailed routing comes to 364 µm.
- Total number of vias :: 2821
- Average wire per cell in the routed design :: 15.40 µm
- Final antenna diode count :: 0
- Total wire length :: 7486 µm
- Number of iterations in the first detailed-routing pass :: 4
- Number of DRC violations after detailed routing :: 0
- The highest layer touched by signal routing is met4.

** Timing
- The clock arrives with 0.008694 ns of skew.
- Number of failing hold endpoints at the final stage :: 0
- Setup repair after global routing left no endpoint under its margin.
- Headroom to the max-slew limit came out at 49.72%.
- Final setup violation count :: 0
- Total Neg Setup Slack :: 0 ns
- Final Critical Period :: 7.666 ns
- Post-layout period usage of the worst path :: 48.52%
- The pin closest to its max-slew limit shows a slew of 0.7520 ns.
- Pins over their slew limit in the final report were tallied at 0.
- Max Fclk :: 130.4 MHz

** Setup path
- Launch point of the critical path :: EN_MC
- Worst Path Required :: 15.98 ns
- Largest fanout of any net on the critical path :: 24
- Sequence of cells on the critical path :: clkdlybuf4s50_1 > buf_4 > and3b_1 > a21oi_1 > nor2_1 > nor2_1 > a2bb2oi_1 > and2_1 > buf_4 > clkinv_8 > ha_1 > inv_1 > a221o_1 > nor3b_1 > a311o_1 > a21o_1
- The longest incremental delay of any stage on the critical path is reported as 0.72 ns.
- Worst Setup Path Type :: in -> reg
- Critical path endpoint category :: flip-flop
- Kind of launch point of the worst setup path :: primary input
- Data arrives at the worst endpoint at 7.85 ns.
- Master of the slowest instance on the critical path :: sky130_fd_sc_hd__ha_1
- The worst register-to-register path begins at AER1.total[0].

** Clocking
- TritonCTS Sinks :: 32
- Count of instances resized after the clock tree is built :: 0
- CTS tree :: done
- Clock Tree Buf Depth :: 2
- Clock root cell :: sky130_fd_sc_hd__clkbuf_8
- CTS Buf Count :: 5
- Maximum level of the CTS H-tree :: 2
- The report puts the hold buffer count at CTS at 0.
- Clock transition at the register clock pins on the worst setup and hold paths after CTS :: 0.07 ns
- Source-to-sink clock delay at the later pin of the worst-skew pair :: 0.29 ns
- Looking at the post-CTS report, the setup buffer insertion count equals 0.

** Synth
- After synthesis, the netlist uses 81 different library cells.
- For reference, the post-synthesis area per instance comes to 8.441 µm².
- Summing every instance area after synthesis gives 2929 µm².
- Number of synthesized flops with an enable pin :: 0
- The chip area line in the Yosys stat output reads 2929 µm².
- Synthesis produced a netlist whose cell count is 347.
- Post-synthesis sequential area ratio :: 21.87%
- Yosys printed 3 warnings.
- Most used flip-flop cell :: sky130_fd_sc_hd__dfxtp_1
- Number of cells in the yosys synthesis report :: 347
- Async set or reset register ratio after synthesis :: 0%
- Counting flops and latches in the post-synthesis netlist gives 32.

** Worst hold path
- Classification of the worst-slack hold path :: reg -> reg
- Startpoint of the worst hold path :: AER1.hold

** Power and ir drop
- Sequential cells account for 18.1% of the total power.
- Clock Power Share :: 8.9%
- The internal portion of the total power is 0.4072 mW.
- VDD IR max :: 0.00007516 V
- In this run the power density over the cells is 213.3 nW/µm².
- In this run switching power makes up 46.44% of total power.
- The analysis attributes to net switching a power of 0.3531 mW.
- Combinational fraction of design power :: 73.0%
- Static power due to leakage :: 1.289 nW

** Final layout
- The finished cells cover 3565 µm².
- The most common logic cell in the final layout is sky130_fd_sc_hd__clkdlybuf4s50_1.
- Final core occ :: 51.33%
- Area growth from synthesis to layout :: 21.70%
- Commonest non-fill, non-tap cells in the layout :: 53 x sky130_fd_sc_hd__clkdlybuf4s50_1, 32 x sky130_fd_sc_hd__dfxtp_1, 28 x sky130_fd_sc_hd__nand2_1
- The post-route netlist has 9.744% of its cells at a drive strength greater than 1.

** Global route
- Vias in the first global route :: 2566
- The first global-routing pass estimated 12480 µm of wire.
- Summed over all routing layers, the global router reports a total usage of 20.95%.
- Overflow left after global routing :: 0
- Largest net degree at the start of global routing :: 25
- Antenna violations before repair :: 0

** Job
- Max-cap violations in this run came to 0.
- Log Warnings :: 26

** Run status
- The run finished with clean final reports.
[cells by family after synthesis]
group                      share of synthesized area, %
DFF                                               21.87
adders and majority gates                         1.709
and+or+nand+nor                                   24.90
AOI/OAI and AO/OA                                 28.07
buffers and inverters                             6.963
xor gates and xnor gates                          6.279
muxes                                             10.21
[layout make-up]
| class | count | area, µm² |
|---|---|---|
| Inverter | 12 | 57.56 |
| Multi-Input combinational cell | 280 | 2085 |
| Clock inverter | 1 | 7.507 |
| Timing Repair Buffer | 58 | 568.0 |
| Fill cell | 668 | 3379 |
| Sequential cell | 32 | 640.6 |
| Tap cell | 96 | 120.1 |
| Clock buffer | 7 | 86.33 |
[sequential cells by signal, summed over array words and instances (netlist names)]
name	count
AER1.total	5
AER1.z_flg	1
AER1.data_out	16
AEC1.rst_flg	1
AEC1.count	8
AER1.hold	1
[cells in the mapped netlist, drive strengths merged (3+ instances only)]
cell type  number  share of area [%]
a211oi          4                1.5
a21o            6                1.5
a21oi          19                3.4
a221oi          3               0.90
a22oi           4                1.2
a31oi           8                2.2
and2            6                1.3
and3            4               0.85
buf            17                4.2
clkbuf          6               0.77
dfxtp          32                 22
ha              4                1.7
inv            11                1.4
mux2            4                1.5
mux2i           7                2.4
mux4            8                6.3
nand2          28                3.6
nand2b          3               0.64
nand3          20                3.4
nand3b          3                1.3
nand4           7                1.7
nor2           22                2.8
nor2b           5                1.1
nor3            9                1.5
nor4            5                1.1
o2111ai         5                1.5
o211ai          6                1.7
o21ai          15                2.6
o221ai          6                1.8
o31ai           3                1.2
or3             3               0.64
xnor2          14                4.2
xor2            7                2.1
[critical path: cells and delay by family]
kind | cells | cell delay (ns)
adders and majority gates | 1 | 0.72
and+or+nand+nor | 5 | 1.12
AOI/OAI and AO/OA | 5 | 1.37
buffers and inverters | 5 | 1.46
[through the flow]
stage | worst slack [ns] | cells | power, mW | hold slack, ns
3_3_place_gp | 7.919 | 478 | 0.6915 | 0.4911
2_1_floorplan | 9.277 | 347 | 0.5541 | 0.4352
4_1_cts | 8.162 | 486 | 0.7609 | 0.5073
3_5_place_dp | 7.848 | 478 | 0.6907 | 0.4844
5_1_grt | 7.672 | 486 | 0.8312 | 0.5426
6_report | 8.134 | 486 | 0.7603 | 0.5080
[power groups by stage]
| stage | clock (mW) | combinational [mW] | sequential, mW |
|---|---|---|---|
| 4_1_cts | 0.0699 | 0.553 | 0.138 |
| 5_1_grt | 0.0736 | 0.616 | 0.142 |
| 6_report | 0.0679 | 0.555 | 0.137 |
[worst paths after layout]
kind	to	slack (ns)	depth (start not counted)
max	AER1.data_out[2]	8.13	16
min	AER1.hold	0.51	1
max reg2reg	AER1.data_out[2]	10.53	17
min reg2reg	AER1.hold	0.51	1
[per-layer routing]
metal  track usage [%]  vias up
li1                  -     1423
met1             34.86     1317
met2             30.61       75
met3             2.672        6
met4             1.937        0
met5                 0        -
Power is estimated from default activity; no workload was simulated.
